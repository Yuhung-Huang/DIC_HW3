==> design/flow/design.v <==
`timescale 1ns/10ps
module CS(Y, X, reset, clk);
input clk, reset; 
input 	[7:0] X;
output 	[9:0] Y;
wire[8:0] flag;
reg [7:0]inputx[0:8];
integer i;
reg [11:0] accum;
wire  [12:0] sum;
wire[29:0] avg;
wire o_valid_11,o_valid_12,o_valid_13,o_valid_14,o_valid_21,o_valid_22,o_valid_31,
    o_valid_41;
wire [7:0] o_value_11,o_value_12,o_value_13,o_value_14,o_value_21,o_value_22,
            o_value_31,o_value_41;
always @(posedge clk or posedge reset) begin
    if(reset)begin
        for(i=0;i<9;i=i+1)begin
            inputx[i]<=8'b0;
        end
    end
    else begin
        inputx[0] <= X;
        for(i=0;i<8;i=i+1)begin
            inputx[i+1] <= inputx[i];
        end
    end    
end
always @(posedge clk or posedge reset)begin
    if(reset)begin
        accum <= 8'b0;
    end
    else begin
        accum <= accum + {4'b0,X} - {4'b0,inputx[8]};
    end
end
parameter one_nine = 18'b000111000111001000;
wire [29:0]a;
assign a = {4'b0,accum,14'b0}+{5'b0,accum,13'b0}+{6'b0,accum,12'b0}+{10'b0,accum,8'b0}+{11'b0,accum,7'b0}+{12'b0,accum,6'b0}+{15'b0,accum,3'b0};
assign avg = a>>18;
assign flag[0] = inputx[0] > avg[7:0];
assign flag[1] = inputx[1] > avg[7:0];
assign flag[2] = inputx[2] > avg[7:0];
assign flag[3] = inputx[3] > avg[7:0];
assign flag[4] = inputx[4] > avg[7:0];
assign flag[5] = inputx[5] > avg[7:0];
assign flag[6] = inputx[6] > avg[7:0];
assign flag[7] = inputx[7] > avg[7:0];
assign flag[8] = inputx[8] > avg[7:0];
Compare c11(flag[0],flag[1],inputx[0],inputx[1],o_valid_11,o_value_11);
Compare c12(flag[2],flag[3],inputx[2],inputx[3],o_valid_12,o_value_12);
Compare c13(flag[4],flag[5],inputx[4],inputx[5],o_valid_13,o_value_13);
Compare c14(flag[6],flag[7],inputx[6],inputx[7],o_valid_14,o_value_14);
Compare c21(o_valid_11,o_valid_12,o_value_11,o_value_12,o_valid_21,o_value_21);
Compare c22(o_valid_13,o_valid_14,o_value_13,o_value_14,o_valid_22,o_value_22);
Compare c31(o_valid_21,o_valid_22,o_value_21,o_value_22,o_valid_31,o_value_31);
Compare c41(o_valid_31,flag[8],o_value_31,inputx[8],o_valid_41,o_value_41);
wire [11:0]xappr9;
assign xappr9 = {1'b0,o_value_41,3'b0} + {4'b0,o_value_41};
assign sum = accum + xappr9;
assign Y = sum[12:3];
endmodule
module Compare (in_valid1,in_valid2,in_value1,in_value2,out_valid,out_value);
input in_valid1;
input in_valid2;
input [7:0]in_value1;
input [7:0]in_value2;
output reg out_valid;
output reg [7:0]out_value;
wire flag;
assign flag = in_value1 > in_value2;
always @(*) begin
    case({in_valid1,in_valid2})
        2'b00:begin
            out_valid = 1'b0;
            if(flag) out_value = in_value1;
            else out_value = in_value2;
        end
        2'b01:begin
            out_valid = 1'b0;
            out_value = in_value1;
        end
        2'b10:begin
            out_valid = 1'b0;
            out_value = in_value2;
        end
        default:begin
            out_valid = 1'b1;
            out_value = 8'bx;
        end
    endcase
end
endmodule
==> design/flow/run.sh <==
#!/bin/bash
# OpenROAD 26Q1-2900-gdf79404cd8, Yosys 0.63+post, stock flow scripts
make -C /OpenROAD-flow-scripts/flow DESIGN_CONFIG=/design/flow/config.mk WORK_HOME=/design/flow/orfs finish
==> design/flow/config.mk <==
export PLATFORM = sky130hd
export DESIGN_NAME = CS
export DESIGN_NICKNAME = CS
export VERILOG_FILES = /design/flow/design.v
export SDC_FILE = /design/flow/constraint.sdc
export NUM_CORES = 4
export LEC_CHECK = 1
export CORE_UTILIZATION = 30
==> design/flow/constraint.sdc <==
current_design CS

set clk_period 20.7
set clk_io_pct 0.2

create_clock -name clk0 -period $clk_period [get_ports {clk}]

set non_clock_inputs [all_inputs -no_clocks]
set_input_delay [expr $clk_period * $clk_io_pct] -clock clk0 $non_clock_inputs
set_output_delay [expr $clk_period * $clk_io_pct] -clock clk0 [all_outputs]
==> impl_metrics.toml <==
# implementation run metrics
[status]
run_status = "finished clean"

[floorplan]
design.portCount = 20
fp.dieW_um = 183.7
coreArea_mm2 = 0.03254
rows = 66
die-area_mm2 = 0.03376
fp_util = 0.3045
die.size.y_um = 183.7

[final_timing]
finalHoldViolCount = 0
fin_worst_hold_slack_ns = 0.4226
relSlewSlack = 0.4968
final.min_clock_period_ns = 19.66
tightest_slew_ns = 0.7480
final_max_slew_viol_count = 0
max_freq_mhz = 50.85
timing.setup.tns_ns = 0
timing.clock.skew_ns = 0.01219
period_used_share = 0.9500
rsz_0062_raised_after_global_routing = "no"
setup_violations = 0

[cts]
num_cts_buffers = 9
cts_clk_pin_slew_worst_paths_ns = 0.07
worst_skew_pair.late_latency_ns = 0.36
cts_hold_repair.buffers = 0
total_number_of_h_tree_levels = 3
tritoncts = "done"
cts.sink_count = 84
ctsRootBufferMaster = "sky130_fd_sc_hd__clkbuf_16"
max_clock_buf_depth = 2

[run]
max_cap_viol_count = 0
openroad.warnings = 43

[drt]
drt-total-wl_um = 24090
route.detailed.vias_per_inst = 4.910
antenna-diode-count = 0
drtAntennaViolNets = 0
num_vias = 7503
detailedRoute.firstPassIterationCount = 4
routed_wire_length_per_instance_um = 15.76
drt-initial-drc-count = 360
drc_viols = 0

[critical_path]
r2r_cell_count = 14
worstSetupEndpointType = "primary output"
startpoint_type = "flip-flop"
crit_path_max_incr_delay_ns = 0.60
setup.worst_path.class = "reg2out"
critPathRequiredTime_ns = 16.56
critPathMaxFanout = 8
crit_path_arrival_time_ns = 15.52
critical-path-slowest-cell = "sky130_fd_sc_hd__fa_1"
critPathMostFrequentCell = "sky130_fd_sc_hd__ha_1"

[finish]
drive_gt1_frac = 0.06538
num-fill-cells = 3303
syn_to_final_growth_pct = 12.89

[global_routing]
gr-usage-all-layers = 0.1527
first_pass_grt_wire_length_um = 39320
grt_start_max_net_pins = 47
grt-ovfl-total = 0
antenna_found_initial = 0
number_of_global_route_vias_before_repair = 7455

[synth]
netlist.top_cell.by_area = "sky130_fd_sc_hd__ha_1"
leading_post_synthesis_cells_by_instance_count = "196 x sky130_fd_sc_hd__ha_1, 180 x sky130_fd_sc_hd__inv_1, 84 x sky130_fd_sc_hd__dfrtp_1"
ys_seq_share = 0.2121
synth_area_mm2 = 0.009908
yosysChipArea_mm2 = 0.009908
synth_top_area_share = 0.2475
synth-main-ff-cell = "sky130_fd_sc_hd__dfrtp_1"
synth-edff-count = 0
synth_area_per_cell_um2 = 9.427
postSynth.asyncResetShare = 1.000
synth_warnings = 4
synth.distinct_cells = 71
yosysCellCount = 1051
most_common_cell = "sky130_fd_sc_hd__ha_1"
synth-seq-cells = 84
synthesis.instances = 1051
top_cells_by_area = "sky130_fd_sc_hd__ha_1 25%, sky130_fd_sc_hd__dfrtp_1 21%, sky130_fd_sc_hd__fa_1 9.3%"

[placement]
post-dp-hpwl_um = 19590
numPortBuffers = 19
gp_congestion = 0.9501

[min_path]
min_delay_path_depth = 0
hold_path.class = "reg2reg"
path summary, 6_finish.rpt:
check / from / to / slack, ns
worst min-delay path: inputx[2][0]$_DFF_PP0_ / inputx[3][0]$_DFF_PP0_ / 0.42
worst max-delay path: accum[0]$_DFF_PP0_ / Y[7] / 1.04
worst min register to register: inputx[2][0]$_DFF_PP0_ / inputx[3][0]$_DFF_PP0_ / 0.42
min in group asynchronous: reset / inputx[3][1]$_DFF_PP0_ / 4.20
worst max register to register: accum[1]$_DFF_PP0_ / accum[11]$_DFF_PP0_ / 17.42
max in group asynchronous: reset / inputx[4][0]$_DFF_PP0_ / 15.47
per-layer routing:
metal	share of wire	vias to the layer above	GRT usage
met5	0	-	0
met4	0.019	0	0.02433
met3	0.058	30	0.03776
met2	0.45	140	0.2439
met1	0.48	3535	0.2154
li1	-	3798	-
stage by stage:
stage | worst slack [ns] | area, um2 | utilization | std cells
floorplan | 1.744 | 9908 | - | 1051
global placement | 0.6871 | 10690 | 0.3284 | 1508
detailed placement | 0.5001 | 10690 | 0.3284 | 1508
CTS | 0.1004 | 11020 | 0.3386 | 1524
global route | 0.01236 | 11190 | 0.3438 | 1528
finish | 1.035 | 11190 | 0.3438 | 1528
final cells by class:
type | count | area (um2) | area share
flip-flops and latches | 84 | 2108 | 0.1885
clock buffers | 9 | 225.2 | 0.02013
inverters | 180 | 676.9 | 0.06051
clock inverters | 7 | 106.4 | 0.009508
well taps | 442 | 553.0 | 0.04944
repair buffers | 33 | 295.3 | 0.02640
multi-input cells | 773 | 7221 | 0.6455
cells by family (layout without fill, tap and decap cells):
kind of cell | count (synthesis) | after routing | synth area share
adders and majority gates | 261 | 261 | 0.3596
DFF | 84 | 84 | 0.2121
buffers and inverters | 194 | 229 | 0.07387
xor gates and xnor gates | 62 | 62 | 0.05670
and+or+nand+nor | 174 | 174 | 0.08991
AOI/OAI and AO/OA | 259 | 259 | 0.1904
muxes | 17 | 17 | 0.01730
critical path: cells and delay by family, from the launching register on:
kind	cells	cell delay (ns)
AOI/OAI and AO/OA	25	5.28
DFF	1	0.47
buffers and inverters	7	1.02
and+or+nand+nor	18	3.40
xor gates and xnor gates	2	0.26
adders and majority gates	12	4.73
what timing repair did:
item	4_1_cts	5_1_grt
setup endpoints to repair	0	10
setup buffers	0	4
resized	0	34
state kept, by name (all words and copies together), names as in the netlist:
signal  count
inputx     72
accum      12
placed cells by master (no fill, tap or decap), types with 22 or more instances in the layout:
cell type,count
sky130_fd_sc_hd__inv_1,179
sky130_fd_sc_hd__a21oi_1,63
sky130_fd_sc_hd__fa_1,46
sky130_fd_sc_hd__nand2_1,34
sky130_fd_sc_hd__dfrtp_1,79
sky130_fd_sc_hd__a22o_1,38
sky130_fd_sc_hd__ha_1,195
sky130_fd_sc_hd__nor2_1,42
sky130_fd_sc_hd__o21ai_0,22
sky130_fd_sc_hd__xnor2_1,53
sky130_fd_sc_hd__a21o_1,27
